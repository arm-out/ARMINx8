==> /design/flow/design.v <==
package Definitions;
    typedef enum logic[4:0] {
        ADD = 5'b00000,
        SUB = 5'b00001,
        AND = 5'b00010,
        XOR = 5'b00011,
        OR  = 5'b00100,
        NOT = 5'b00101,
        RXOR = 5'b00110,
        LSL = 5'b00111,
        LSR = 5'b01000,
        INC = 5'b01001
    } op_code;
endpackage
module reg_file #(parameter pw=4)(
	input             Clk,
	                  Reset,
					  WriteEn,            
					  Imm,
					  Move,
	input[7:0] 		  DataIn,
	input[5:0]		  ImmediateVal,
	input[pw-1:0] 	  Waddr,		   
					  MoveFrom,
	output logic      Eq,
					  Gt,
					  Lt,
	output logic[7:0] DataOutA,  
					  DataOutB,
					  DataOutC,
	output logic[7:0] Reg0Value,
					  Reg1Value,
					  Reg2Value,
					  Reg3Value,
					  Reg4Value,
					  Reg5Value,
					  Reg6Value,
					  Reg7Value,
					  Reg8Value,
					  Reg9Value,
					  Reg10Value,
					  Reg11Value,
					  Reg12Value,
					  Reg13Value,
					  Reg14Value,
					  Reg15Value
	);
  logic[7:0] Registers[2**pw];     
  assign DataOutA = Registers[0];
  assign DataOutB = Registers[1];
  assign DataOutC = Registers[Waddr];
  assign Reg0Value = Registers[0];
  assign Reg1Value = Registers[1];
  assign Reg2Value = Registers[2];
  assign Reg3Value = Registers[3];
  assign Reg4Value = Registers[4];
  assign Reg5Value = Registers[5];
  assign Reg6Value = Registers[6];
  assign Reg7Value = Registers[7];
  assign Reg8Value = Registers[8];
  assign Reg9Value = Registers[9];
  assign Reg10Value = Registers[10];
  assign Reg11Value = Registers[11];
  assign Reg12Value = Registers[12];
  assign Reg13Value = Registers[13];
  assign Reg14Value = Registers[14];
  assign Reg15Value = Registers[15];
  	always_ff @(posedge Clk)
		if (Reset) begin
			for(int i=0; i<2**pw; i++)
				Registers[i] <= 8'b00000000;
		end
		else if(WriteEn)	begin
			if (Imm) begin
				Registers[Waddr] = ImmediateVal;
			end
			else if (Move) begin
				Registers[Waddr] = Registers[MoveFrom];
			end
			else begin
				Registers[Waddr] <= DataIn;
			end
		end
	always_comb begin
		Eq = (Registers[0] == Registers[1]);
		Gt = (Registers[0] > Registers[1]);
		Lt = (Registers[0] < Registers[1]);
	end
endmodule
==> /design/flow/run.sh <==
#!/bin/bash
# OpenROAD 26Q1-2900-gdf79404cd8, Yosys 0.63+post, stock flow scripts
make -C /OpenROAD-flow-scripts/flow DESIGN_CONFIG=/design/flow/config.mk WORK_HOME=/design/flow/orfs finish
==> /design/flow/config.mk <==
export PLATFORM = sky130hd
export DESIGN_NAME = reg_file
export DESIGN_NICKNAME = reg_file
export VERILOG_FILES = /design/flow/design.v
export SDC_FILE = /design/flow/constraint.sdc
export NUM_CORES = 4
export LEC_CHECK = 1
export CORE_UTILIZATION = 40
==> /design/flow/constraint.sdc <==
current_design reg_file

set clk_period 4.9
set clk_io_pct 0.2

create_clock -name clk0 -period $clk_period [get_ports {Clk}]

set non_clock_inputs [all_inputs -no_clocks]
set_input_delay [expr $clk_period * $clk_io_pct] -clock clk0 $non_clock_inputs
set_output_delay [expr $clk_period * $clk_io_pct] -clock clk0 [all_outputs]
==> Slide: Implementation Results <==
Run Summary

Outcome
  • Status: finished, final reports clean

Critical path
  • Crit path arrival time: 3.50 ns
  • Critical-path top delay cell: clkdlybuf4s50_1
  • Crit-path cells: clkdlybuf4s50_1 -> buf_4 -> nor2b_1 -> a22oi_1 -> o221ai_1 -> o21ai_0 -> a21oi_1 -> clkdlybuf4s50_1
  • Crit end category: output port
  • Slowest Stage Delay on Critical Path: 0.69 ns
  • Critical Path Start Type: input pin
  • Cell mode on critical path: clkdlybuf4s50_1
  • CP max FO: 13
  • Data required, critical path: 3.92 ns
  • Crit Path Category: in2out

Drt
  • Drt wl/cell: 26.5 um
  • Initial DRC count: 1032
  • N_diodes: 0
  • Routed Antenna Nets: 0
  • Drt drc: 0
  • Via count: 8508
  • Post-Route WL: 35600 um
  • Pre-antenna DRT Iters: 7
  • Vias per cell: 6.34

Pwr
  • Logic pwr share: 13.0%
  • P_leak: 3.40 nW
  • Switch Pwr: 0.000768 W
  • Worst vdd ir: 0.234 mV
  • Sequential power share: 39.1%
  • PD cells: 271 nW/um^2
  • Switching share of power: 27.6%
  • P_int: 0.00201 W
  • Clock Power Share: 47.9%

Timing
  • Layout Skew: 0.0149 ns
  • Fmax: 223 MHz
  • Worst relative slew slack: 38.9%
  • Fin crit period: 4.48 ns
  • Final period utilization: 91.4%
  • Max-slew violations: 0
  • RSZ-0062 raised after global routing: false
  • Fin. Hold Viols: 0
  • Worst-Margin Slew: 0.916 ns
  • Final setup violation count: 0
  • Sum of negative setup slack: 0 ns

Clocking
  • Post-CTS resize count: 0
  • # H-tree levels: 4
  • Clock root buffer: clkbuf_16
  • TritonCTS buffer count: 17
  • CTS Sinks: 128
  • Post-CTS Hold Fix Bufs: 0
  • Clock buffer depth: 2
  • Post-CTS Setup Bufs: 0
  • CTS tree: built
  • Clock slew at the register clock pins of the worst setup and hold paths: 0.06 ns
  • Clock Latency Late Sink: 0.43 ns

Job
  • Max Cap Violations: 0
  • OpenROAD warnings: 25

Final layout
  • Regs by FF count: Registers (128)
  • Share of layout cells above drive strength 1: 9.97%
  • Logic area: 4570 um^2
  • Fin area: 10300 um^2
  • Most common logic cell in the routed design: clkdlybuf4s50_1
  • Sequential Area: 2560 um^2
  • Register with the most flip-flops: Registers
  • Max reg flops: 128
  • Commonest non-fill, non-tap cells in the layout: clkdlybuf4s50_1, dfxtp_1, nor2_1
  • Synthesis-to-finish area growth: 32.3%
  • Fillers: 1801

Min path
  • Hold Path Class: reg2reg

Placement
  • DP Area: 9660 um^2
  • Post-DP HPWL: 26400 um
  • I/O Buffers: 181
  • GPL Wtd Cong: 1.03

Yosys
  • YS chip area: 7760 um^2
  • Most common reg cell: dfxtp_1
  • Synth cell types: 63
  • Post-synth EDFFs: 0
  • Ys cells: 934
  • #FFs+latches synth: 128
  • Synth Warn #: 2
  • Cell Area, Synth: 7760 um^2
  • Syn Area/Cell: 8.31 um^2
  • Post-synth seq share: 33.0%
  • Cells after Synth: 934
  • Ys async rst share: 0%

Global routing
  • Antenna violations before repair: 1
  • First-pass GRT wire length: 51800 um
  • Total grt overflow: 0
  • Number of global-route vias before repair: 7683
  • GRT Util Overall: 36.1%
  • Largest net degree at the start of global routing: 73

Floorplan
  • Die H: 141 um
  • Core Area: 18900 um^2
  • Row cnt: 50
  • Fp util: 41.1%
  • Die X: 141 um
  • Die area: 20000 um^2
  • I/O pin cnt: 182
[power groups by stage]
| stage | Clock [W] | Sequential, W | Combinational [W] |
|---|---|---|---|
| 4_1_cts | 0.00134 | 0.00108 | 0.000354 |
| 5_1_grt | 0.00139 | 0.00109 | 0.000383 |
| 6_report | 0.00133 | 0.00109 | 0.000362 |
[worst paths after layout]
check                                      from               end  slack [ns]  cells after the start
worst min register to register  Registers[4][6]   Registers[4][6]        0.53                      2
worst max-delay path                   Waddr[2]       DataOutC[5]        0.42                      8
worst max register to register  Registers[7][5]  Registers[13][5]        2.74                      5
worst min-delay path            Registers[4][6]   Registers[4][6]        0.53                      2
[per-stage QoR]
step,util (%),hold slack [ns],power (W),instances,setup slack [ns]
finish,54.4,0.534,0.00278,1343,0.423
global route,54.4,0.554,0.00286,1343,0.346
CTS,54.4,0.526,0.00278,1343,0.484
detailed placement,51.1,0.516,0.00146,1311,0.496
global placement,51.1,0.510,0.00146,1311,0.487
floorplan,-,0.438,0.00129,934,1.56
[routing by layer]
layer	up-vias	wire length (um)	track usage (%)
met5	-	77	2.51
met3	43	3920	9.69
li1	3846	-	-
met4	4	555	5.26
met2	533	15200	51.1
met1	4082	15900	56.4
[Yosys cell counts, types with 10 or more instances]
cell | instances | share of area [%]
buf_4 | 22 | 2.1
a311oi_1 | 76 | 8.6
mux2i_1 | 21 | 2.7
o31ai_1 | 18 | 1.7
nand2_1 | 47 | 2.3
a21oi_1 | 43 | 2.8
nand3b_1 | 40 | 3.9
mux2_2 | 16 | 2.3
nor2b_1 | 20 | 1.6
a22oi_1 | 32 | 3.1
o21ai_0 | 34 | 2.2
inv_1 | 16 | 0.77
nand3_1 | 26 | 1.7
clkbuf_1 | 55 | 2.7
a22o_1 | 12 | 1.4
nand2b_1 | 10 | 0.81
buf_2 | 18 | 1.2
o311ai_0 | 17 | 1.9
a31oi_1 | 15 | 1.2
nor2_1 | 123 | 5.9
dfxtp_1 | 128 | 33
[worst max-delay path: cells and delay by family]
kind	cells	cell delay, ns
and+or+nand+nor	1	0.29
buffers and inverters	3	1.47
AOI/OAI and AO/OA	4	0.76
[cell families after synthesis]
logic type | after synthesis | share of synthesized area (%)
buf+inv | 127 | 8.08
fa+ha+maj | 8 | 1.29
compound gates | 318 | 31.5
mux | 43 | 6.04
flops | 128 | 33.0
simple gates | 310 | 20.1
[layout make-up]
cell class                      count  share of cell area [%]
Clock inverter                     14                    1.74
Tap cell                          260                    3.17
Inverter                           18                   0.658
Timing Repair Buffer              226                    20.8
Clock buffer                       18                    4.18
Multi-Input combinational cell    679                    44.5
Sequential cell                   128                    25.0
Power is estimated from default activity; no workload was simulated.
