[flow/run.sh]
#!/bin/bash
# OpenROAD 26Q1-2900-gdf79404cd8, Yosys 0.63+post, stock flow scripts
make -C /OpenROAD-flow-scripts/flow DESIGN_CONFIG=/design/flow/config.mk WORK_HOME=/design/flow/orfs finish
[flow/config.mk]
export PLATFORM = sky130hd
export DESIGN_NAME = dat_mem
export DESIGN_NICKNAME = dat_mem
export VERILOG_FILES = /design/flow/design.v
export SDC_FILE = /design/flow/constraint.sdc
export NUM_CORES = 4
export LEC_CHECK = 1
export CORE_UTILIZATION = 50
[flow/constraint.sdc]
current_design dat_mem

set clk_period 21.8
set clk_io_pct 0.2

create_clock -name clk0 -period $clk_period [get_ports {Clk}]

set non_clock_inputs [all_inputs -no_clocks]
set_input_delay [expr $clk_period * $clk_io_pct] -clock clk0 $non_clock_inputs
set_output_delay [expr $clk_period * $clk_io_pct] -clock clk0 [all_outputs]
[flow/design.v]
package Definitions;
    typedef enum logic[4:0] {
        ADD = 5'b00000,
        SUB = 5'b00001,
        AND = 5'b00010,
        XOR = 5'b00011,
        OR  = 5'b00100,
        NOT = 5'b00101,
        RXOR = 5'b00110,
        LSL = 5'b00111,
        LSR = 5'b01000,
        INC = 5'b01001
    } op_code;
endpackage
module dat_mem (
	input               Clk,
						Reset,
						WriteEn,
	input       [7:0] Addr, 
	input       [7:0] DataIn,      
	output logic[7:0] DataOut
);
  	logic[7:0] core[256];        
  	assign DataOut = core[Addr];
  	always_ff @(posedge Clk)
		if(WriteEn)				   
		core[Addr] <= DataIn; 
endmodule
==> impl_metrics.tcl <==
# implementation run metrics
set metrics [dict create \
    warnings 27 \
    cts_hold_buf 0 \
    drcViolationCount 0 \
    syn_inst 3539 \
    syn_area_um2 78330 \
    outcome "completed" \
    portBuffers 25 \
    clock.fmax_mhz 70.96 \
    wl_per_cell_um 30.86 \
    die_y_um 397.8 \
    drive_above_1_share 0.2458 \
    top_cell "edfxtp_1" \
    setup_tns_ps 0 \
    yosys_cells 3539 \
    coreArea_um2 154800 \
    regMostFlops "core" \
    power.switching_w 0.001631 \
    ant_nets 0 \
    total_power_w 0.007988 \
    yosysTopAreaCellShare 0.7851 \
    clkSlewWorstSetupHoldPaths_ps 60 \
    power_frac_seq 0.544 \
    routed_via_density 6.200 \
    finalCriticalPeriod_ps 14090 \
    cts_tree "done" \
    grt_first_pass_wirelength_mm 267.4 \
    cp.arrival_ps 9730 \
    reg_top3 "core: 2048 flops" \
    htreeDepth 4 \
    met2_usage 0.3790 \
    grt_pass1_vias 41640 \
    critPathLaunchType "primary input" \
    drt_wl_total_mm 181.5 \
    ff_type "edfxtp_1" \
    ir_worst_vdd_v 0.00007990 \
    area_growth_pct 11.65 \
    min_period_over_period 0.6465 \
    hpwl_mm 109.3 \
    crit_type "primary input to output pin" \
    largest_reg_flops 2048 \
    top_area_cell "edfxtp_1" \
    synth-warning-count 1 \
    common_cells "edfxtp_1 (2048), mux4_2 (512), a22oi_1 (256), nor2_1 (232), clkbuf_1 (145)" \
    gp_congestion 0.8682 \
    ys.flops 2048 \
    synth_seq_share 0.7851 \
    top_usage_layer "met2" \
    gr-usage-met3 0.2123 \
    slew_headroom 0.2146 \
    hold_start "DataIn[5]" \
    internal-power_w 0.006357 \
    combPwrFrac 0.045 \
    drtIter0Drc 2262 \
    cts_root_buf "clkbuf_16" \
    synth_area_per_cell_um2 22.13 \
    worstHoldPathType "primary input to flip-flop" \
    worst_setup_path_end_kind "output pin" \
    sw_frac_of_total 0.2042 \
    clkPwrFrac 0.411 \
    synth-async-reset-ratio 0 \
    setup_viol 0 \
    edf_count 2048 \
    grt_overflow 0 \
    post_cts_buffers 0 \
    area_leaders "edfxtp_1 (79%), mux4_2 (15%), a22oi_1 (2.5%)" \
    hold_depth 1 \
    die_w_um 397.8 \
    yosys_area_um2 78330 \
    cts_buffers 197 \
    cts.sinks 2048 \
    num_vias 36470 \
    drt_first_pass_iters 7 \
    slew_viol_final 0 \
    io_pins 27 \
    powerDensity_nw_per_um2 91.34 \
    startpoint "Addr[1]" \
    cts.path.max_buffers 3 \
    antenna_found_initial 2 \
    total_leakage_power_nw 26.45 \
    cts_resized 0 \
    dieArea_um2 158300 \
    yosysUniqueCellTypes 21 \
    hold_viol_final 0 \
    maxCapViolCount 0 \
    fp-utilization 0.5061 \
    rsz0062_at_grt "false" \
    grt_usage 0.2666 \
    worstPathRequired_ps 17440 \
    grt_max_degree 96 \
    worst-path-max-fanout 68 \
    rows 144 \
    worstMarginPinSlew_ps 1163 \
    grt_use_met1 0.3407 \
]
routing by layer:
| metal | vias to the layer above | share of wire | wire, um |
|---|---|---|---|
| li1 | 15320 | - | - |
| met1 | 18590 | 0.32 | 57750 |
| met2 | 2242 | 0.48 | 86240 |
| met3 | 300 | 0.18 | 32210 |
| met4 | 14 | 0.027 | 4986 |
| met5 | - | 0.0018 | 324 |
power groups by stage:
| stage | clock (W) | sequential [W] | combinational, W |
|---|---|---|---|
| CTS | 0.00334 | 0.00434 | 0.000363 |
| global route | 0.00349 | 0.00434 | 0.000388 |
| finish | 0.00329 | 0.00434 | 0.000359 |
cell type report:
type / instances / area, um^2
fill: 10770 / 67310
sequential: 2048 / 61500
multi-input combinational: 1258 / 15760
clock buffer: 247 / 5224
tap: 2044 / 2557
timing repair buffer: 168 / 1389
clock inverter: 114 / 1022
inverter: 1 / 3.754
antenna: 1 / 2.502
cells in the final DEF (no fill, tap or decap), types with 15 or more instances in the layout:
cell type / netlist / routed
nor3_1: 30 / 30
a22oi_1: 256 / 256
a21oi_1: 128 / 128
bufinv_16: 0 / 17
clkinv_1: 0 / 44
nand2_1: 28 / 28
nor2_1: 232 / 231
edfxtp_1: 2048 / 2048
clkdlybuf4s50_1: 0 / 15
o41ai_1: 32 / 32
buf_4: 16 / 141
clkbuf_1: 145 / 45
mux4_2: 512 / 512
clkinv_2: 0 / 37
clkbuf_16: 0 / 202
path summary, 6_finish.rpt:
| check | to | slack [ps] |
|---|---|---|
| worst max-delay path | DataOut[6] | 7710 |
| worst min-delay path | core[70][5]$_DFFE_PP_ | 4050 |
cell families after synthesis:
kind of cell           Yosys count  share of synthesized area
flip-flops                    2048                     0.7851
multiplexers                   512                     0.1472
AND-OR/OR-AND                  416                    0.03629
AND/OR/NAND/NOR                330                    0.01736
buffers and inverters          233                    0.01404
through the flow:
step	util	worst slack, ps	cells	area [um^2]	hold slack (ps)
after global routing	0.5651	7353	5880	87450	4038
after CTS	0.5651	7654	5880	87450	4002
final	0.5651	7707	5881	87460	4049
after floorplan	-	11340	3539	78330	4459
after global placement	0.5247	7752	5519	81210	4847
after detailed placement	0.5247	7688	5519	81210	4880
worst max-delay path: stages:
cell             delay (ps)
buf_8                   400
buf_4                   610
buf_4                   640
buf_4                   670
mux4_2                  440
a22oi_1                 210
a21oi_1                 160
o41ai_1                 950
nand4_1                 530
clkdlybuf4s50_1         550
No activity file was given, so power comes from the tool's default toggle rates.
